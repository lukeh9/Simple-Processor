==> flow/design.v <==
module ROM_Timer ( Clk, start_timer, ROMsel);
	input Clk, start_timer;
	output reg ROMsel;
	reg [3:0] count;
	reg hold;
	initial begin
		count = 4'b0000;
		ROMsel = 1'b0;
		hold = 1'b0;
	end
	always @(posedge Clk) begin
		if ((hold == 1'b0) && (start_timer == 1'b1)) begin
			hold <= 1'b1;
			count <= 4'b0000;
			ROMsel <= 1'b1;
		end
		else if (hold == 1'b1) begin
			if (count == 4'b1100) begin  
				hold <= 1'b0;
				ROMsel <= 1'b0;
			end
			else begin
				count <= count + 1;
			end
		end
	end 
endmodule
==> flow/run.sh <==
#!/bin/bash
# OpenROAD 26Q1-2900-gdf79404cd8, Yosys 0.63+post, stock flow scripts
make -C /OpenROAD-flow-scripts/flow DESIGN_CONFIG=/design/flow/config.mk WORK_HOME=/design/flow/orfs finish
==> flow/config.mk <==
export PLATFORM = sky130hd
export DESIGN_NAME = ROM_Timer
export DESIGN_NICKNAME = ROM_Timer
export VERILOG_FILES = /design/flow/design.v
export SDC_FILE = /design/flow/constraint.sdc
export NUM_CORES = 4
export LEC_CHECK = 1
export CORE_AREA = 10 10 70 70
export DIE_AREA = 0 0 80 80
==> flow/constraint.sdc <==
current_design ROM_Timer

set clk_period 1.7
set clk_io_pct 0.2

create_clock -name clk0 -period $clk_period [get_ports {Clk}]

set non_clock_inputs [all_inputs -no_clocks]
set_input_delay [expr $clk_period * $clk_io_pct] -clock clk0 $non_clock_inputs
set_output_delay [expr $clk_period * $clk_io_pct] -clock clk0 [all_outputs]
==> impl_metrics.json <==
{
  "path_clk_slew_ns": 0.04,
  "cp.buffers_inverters": 1,
  "fin_hold_ws_ns": 0.471,
  "cp_cell_sequence": "clkdlybuf4s50_1",
  "postSynthCellCount": 28,
  "avgRoutedWirePerCell_microns": 6.37,
  "synth_area_per_cell_sq_um": 9.29,
  "max-slew-margin-rel_pct": 83.2,
  "grt_pass1_wl_microns": 917,
  "ant_nets": 0,
  "powerDensity_mw_per_mm2": 1840,
  "io_pins": 3,
  "status": "complete, no violations",
  "irDropWorstVdd_mv": 0.300,
  "worstMarginPinSlew_ns": 0.252,
  "clock.latency.late_pin_ns": 0.24,
  "cap_violations": 0,
  "required_ns": 1.36,
  "worstReg2RegStart": "count[0]",
  "slowest_stage": "clkdlybuf4s50_1",
  "drive_gt1_share_pct": 15.6,
  "die_area_sq_mm": 0.00640,
  "cts_sinks": 6,
  "drt_iter0_markers": 12,
  "fin_crit_sh_pct": 80.4,
  "crit_start": "ROMsel",
  "grt_pass1_vias": 234,
  "yosys_area_sq_um": 260,
  "fillers": 399,
  "port_buffers": 2,
  "min_period_ns": 1.37,
  "hold_path_class": "reg2reg",
  "slew_violations": 0,
  "vias_per_cell": 2.68,
  "dr_wl_met3_microns": 79,
  "worst_setup_path_end_kind": "output port",
  "holdPathStages": 1,
  "met2_length_microns": 163,
  "finalHoldViolCount": 0,
  "post_cts_buffers": 0,
  "post_cts_resized": 0,
  "fp_util_pct": 7.62,
  "total_power_w": 0.000648,
  "area_delta_synth_final_pct": 35.6,
  "dp_hpwl_microns": 377,
  "critPathLaunchType": "register",
  "grtUsageTotal_pct": 1.86,
  "yosys_warnings": 1,
  "cts_buffers": 3,
  "highest_layer": "met3",
  "slowest_delay_ns": 0.46,
  "r2r.worst_path.cells": 5,
  "drt_pre_antenna_iters": 2,
  "fin_skew_ns": 0.00462,
  "criticalPathCategory": "reg2out",
  "antenna_cells": 0,
  "hold_start": "ROMsel",
  "cts_tree": "yes",
  "hold_buffers": 0,
  "setup_viol": 0,
  "cts-root-buf": "clkbuf_4",
  "hold_end": "ROMsel",
  "globalplace.congestion": 0.729,
  "clock.fmax_mhz": 732,
  "num_vias": 209,
  "critPathMaxFanout": 2,
  "num_rows": 21,
  "postSynthSeqShare_pct": 46.2,
  "design.core.area_sq_mm": 0.00342,
  "grt-ovfl-total": 0,
  "ys_types": 14,
  "numSynthFlops": 6,
  "ys_cells": 28,
  "warning_count": 26,
  "grt_max_degree": 9,
  "htreeDepth": 1,
  "setup_tns_ns": 0,
  "syn_area_sq_um": 260,
  "r2r_end": "count[0]",
  "drt-total-wl_microns": 497,
  "die_height_microns": 80,
  "drc": 0,
  "rsz0062_at_grt": "false",
  "r2r_slack_ns": 0.54,
  "cts_buffer_depth": 2,
  "wl_met1_microns": 254,
  "leakage_nw": 0.130,
  "arrival_ns": 1.03,
  "crit_family": "buffers and inverters",
  "antenna_found_initial": 0,
  "fp.dieW_microns": 80
}
==> registers in the layout (all words and copies together) (netlist names) <==
name / cells
count: 4
hold: 1
ROMsel: 1
==> worst max-delay path by stage <==
| stage | end | slack, ns | cells past startpoint |
|---|---|---|---|
| 6_report | ROMsel | 0.33 | 1 |
| 5_1_grt | ROMsel | 0.28 | 1 |
| 4_1_cts | ROMsel | 0.31 | 1 |
==> cell usage in the layout (no fill, tap or decap), drive strengths merged <==
cell and count:
dfxtp 6, nand4 2, nand3 4, ha 2, clkdlybuf4s50 2, a211oi 1
a21oi 2, nor2b 1, o21a 2, o21ai 2, inv 3, clkbuf 3
nor3 2
==> kinds of logic after synthesis <==
family,after synthesis,synth area share [%]
AND/OR/NAND/NOR,9,18.8
AND-OR/OR-AND,7,18.3
buffers and inverters,4,7.21
adder cells (fa/ha/maj),2,9.61
flip-flops,6,46.2
==> power breakdown <==
group,internal (W),switching [W]
Sequential,0.000216,0.0000668
Combinational,0.000120,0.000118
Clock,0.0000796,0.0000474
Total,0.000416,0.000232
==> layer usage <==
layer / global-route usage [%] / vias to the layer above
li1: - / 109
met1: 2.01 / 94
met2: 2.33 / 6
met3: 2.05 / 0
met4: 0.528 / 0
met5: 0 / -
==> layout make-up <==
| class | instances | area [sq um] | share of cell area [%] |
|---|---|---|---|
| multi-input cells | 18 | 121 | 34.4 |
| well taps | 46 | 57.6 | 16.3 |
| inverters | 3 | 11.3 | 3.19 |
| repair buffers | 2 | 20.0 | 5.67 |
| flip-flops and latches | 6 | 120 | 34.0 |
| clock buffers | 3 | 22.5 | 6.38 |
==> cells in the mapped netlist, drive strengths merged <==
master,n,area [sq um]
dfxtp,6,120
buf,1,7.51
a211oi,1,7.51
nand3,4,20.0
o21ai,2,13.8
a21oi,2,10.0
o21a,2,16.3
ha,2,25.0
nor3,2,10.0
nand4,2,12.5
inv,3,11.3
nor2b,1,6.26
==> metrics by stage <==
stage,std cells,setup WS (ns),cell area [sq um],util [%]
6_report,78,0.334,353,10.3
5_1_grt,78,0.279,353,10.3
4_1_cts,78,0.314,353,10.3
3_5_place_dp,75,0.445,330,9.67
3_3_place_gp,75,0.472,330,9.67
2_1_floorplan,28,0.657,260,-
Power and IR drop assume default switching activity.

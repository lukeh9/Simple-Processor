File: ./design.v
module reg16 (R, L, Clock, Q);
	input [15:0] R;
	input L, Clock;
	output reg [15:0] Q;
	always @(posedge Clock) 
		if (L)
			Q <= R;
endmodule
File: ./run.sh
#!/bin/bash
# OpenROAD 26Q1-2900-gdf79404cd8, Yosys 0.63+post, stock flow scripts
make -C /OpenROAD-flow-scripts/flow DESIGN_CONFIG=/design/flow/config.mk WORK_HOME=/design/flow/orfs finish
File: ./config.mk
export PLATFORM = sky130hd
export DESIGN_NAME = reg16
export DESIGN_NICKNAME = reg16
export VERILOG_FILES = /design/flow/design.v
export SDC_FILE = /design/flow/constraint.sdc
export NUM_CORES = 4
export LEC_CHECK = 1
export CORE_AREA = 10 10 71 71
export DIE_AREA = 0 0 81 81
File: ./constraint.sdc
current_design reg16

set clk_period 1.0
set clk_io_pct 0.2

create_clock -name clk0 -period $clk_period [get_ports {Clock}]

set non_clock_inputs [all_inputs -no_clocks]
set_input_delay [expr $clk_period * $clk_io_pct] -clock clk0 $non_clock_inputs
set_output_delay [expr $clk_period * $clk_io_pct] -clock clk0 [all_outputs]
==> impl_metrics.env <==
# yosys + openroad results
export IMPL_status="complete, no violations"
export IMPL_achievable_frequency_mhz=1060
export IMPL_synth_cells=16
export IMPL_warning_total_across_the_stage_logs=25
export IMPL_timing_worst_setup_path_type="flip-flop to primary output"
export IMPL_cts_tree="yes"
export IMPL_vias=298
export IMPL_tritoncts_buffers=3
export IMPL_final_antenna_net_count=0
export IMPL_ctsHoldBuffers=0
export IMPL_wl_per_cell_um=12.2
export IMPL_global_route_wire_length_before_repair_mm=1.79
export IMPL_gpl_final_weighted_congestion=0.675
export IMPL_buffer_ports_inserted=33
export IMPL_final_period_utilization_pct=94.6
export IMPL_yosysCellCount=16
export IMPL_drt_initial_drc_count=11
export IMPL_ys_warnings_count=1
export IMPL_core_region_area_mm2=0.00363
export IMPL_routed_wirelength_mm=1.26
export IMPL_seq_power_share_pct=57.0
export IMPL_design_area_um2=863
export IMPL_h_tree_depth=1
export IMPL_dpl_cell_area_um2=898
export IMPL_worst_path_max_delay_cell="sky130_fd_sc_hd__edfxtp_1"
export IMPL_chipArea_mm2=0.00656
export IMPL_cp_max_fo=1
export IMPL_p_sw_share_pct=17.8
export IMPL_grt_start_max_net_pins=15
export IMPL_tns_ns=0
export IMPL_initial_utilization_pct=13.2
export IMPL_area_growth_pct=79.7
export IMPL_grt_overflow=0
export IMPL_post_synth_instance_area_um2=480
export IMPL_cell_internal_pwr_mw=1.17
export IMPL_startpoint_type="flip-flop"
export IMPL_largest_register="Q"
export IMPL_synth_yosys_seq_area_share_pct=100
export IMPL_family_with_the_most_delay_on_the_worst_path="flip-flops"
export IMPL_total_power_consumption_mw=1.42
export IMPL_worst_setup_hold_path_clk_slew_ns=0.06
export IMPL_num_fill_cells=388
export IMPL_power_density_over_the_cells_mw_per_mm2=1640
export IMPL_layout_top_registers="Q x16"
export IMPL_finalHoldWorstSlack_ns=0.506
export IMPL_hold_start="R[11]"
export IMPL_setup_viol=0
export IMPL_die_h_um=81
export IMPL_power_clock_fraction_pct=34.0
export IMPL_holdCritPathClass="input pin to flip-flop"
export IMPL_timing_final_max_slew_violations=0
export IMPL_num_rows=22
export IMPL_cp_arrival_ns=0.75
export IMPL_cp_num_buf_inv=1
export IMPL_synth_yosys_chip_area_um2=480
export IMPL_finalHoldViolations=0
export IMPL_endpoint="Q[11]"
export IMPL_slew_headroom_pct=90.1
export IMPL_rsz0062_at_grt="no"
export IMPL_final_instance_count_excl_fill=103
export IMPL_route_antenna_diode_count=0
export IMPL_worst_setup_ep_type="primary output"
export IMPL_cap_viol_max_count=0
export IMPL_net_load_switching_power_mw=0.253
export IMPL_avgViaCountPerCell=2.89
export IMPL_netlist_cell_type_count=1
export IMPL_critical_path_startpoint="Q[11]"
export IMPL_place_hpwl_mm=1.03
export IMPL_clock_path_buffers=2
export IMPL_post_route_cells_drive_above_1_share_pct=38.2
export IMPL_cts_sinks=16
export IMPL_n_multi_input_combinational_cell=0
export IMPL_share_comb_of_total_power_pct=9.0
export IMPL_worst_slew_pin_transition_ns=0.149
export IMPL_fp_dieW_um=81
export IMPL_peak_supply_drop_v=0.000392
export IMPL_layout_area_comb_um2=0
export IMPL_worst_path_largest_cell_delay_ns=0.38
export IMPL_placed_cells_incl_taps=99
export IMPL_ioPinCount=34
export IMPL_synth_avg_cell_area_um2=30.0
export IMPL_clock_root_buffer="sky130_fd_sc_hd__clkbuf_8"
export IMPL_req_time_crit_path_ns=0.80
export IMPL_globalRouteTotalUtil_pct=3.72
export IMPL_antenna_found_initial=0
export IMPL_synth_flop_count=16
export IMPL_cp_num_cells=1
export IMPL_dr_pass1_iters=4
export IMPL_static_leakage_power_nw=0.324
export IMPL_area_sequential_um2=480
export IMPL_worstPathCellList="buf_2"
export IMPL_route_detailed_drc=0
export IMPL_largest_register_ff_count=16
export IMPL_final_min_period_ns=0.946
export IMPL_via_count_of_the_first_global_routing_pass=356
==> layout by cell type (no fill, tap or decap) <==
| cell | n |
|---|---|
| sky130_fd_sc_hd__clkbuf_8 | 3 |
| sky130_fd_sc_hd__buf_4 | 1 |
| sky130_fd_sc_hd__clkbuf_2 | 2 |
| sky130_fd_sc_hd__buf_12 | 1 |
| sky130_fd_sc_hd__buf_2 | 14 |
| sky130_fd_sc_hd__edfxtp_1 | 16 |
| sky130_fd_sc_hd__clkdlybuf4s50_1 | 17 |
| sky130_fd_sc_hd__clkinv_1 | 1 |
==> synth_stat cells <==
| library cell | n | area, um^2 |
|---|---|---|
| sky130_fd_sc_hd__edfxtp_1 | 16 | 480 |
==> power groups by stage <==
stage         clock network [mW]  registers [mW]  logic, mW
global route               0.538           0.816      0.142
finish                     0.483           0.809      0.128
CTS                        0.512           0.810      0.136
==> through the flow <==
| step | setup WS [ns] | util, % |
|---|---|---|
| finish | 0.0536 | 23.8 |
| global route | 0.00792 | 23.8 |
| CTS | 0.0107 | 24.0 |
| detailed placement | -0.206 | 24.7 |
| global placement | -0.191 | 24.7 |
| floorplan | 0.501 | - |
==> per-layer routing <==
| metal | vias to the layer above | wire, um | GRT usage (%) | part of all wire (%) |
|---|---|---|---|---|
| met5 | - | 0 | 0 | 0 |
| met4 | 0 | 0 | 0.692 | 0 |
| met3 | 0 | 174 | 2.78 | 14 |
| met2 | 20 | 610 | 5.73 | 49 |
| met1 | 135 | 471 | 4.11 | 37 |
| li1 | 143 | - | - | - |
==> timing repair <==
| item | in CTS | in global routing |
|---|---|---|
| endpoints found under the setup margin | 16 | 2 |
| setup buffers | 0 | 0 |
| resized | 46 | 2 |
| pin swaps | 0 | 0 |
==> layout make-up <==
class | instances | area share [%]
sequential | 16 | 55.7
tap | 48 | 6.96
clock inverter | 1 | 0.435
clock buffer | 3 | 4.78
timing repair buffer | 35 | 32.2
==> cells by family after synthesis <==
| logic type | count (synthesis) | synth area share, % |
|---|---|---|
| flip-flops | 16 | 100 |
==> worst min path at each step <==
stage	endpoint	slack, ns	cells past startpoint
CTS	Q[11]	0.50	1
finish	Q[11]	0.51	1
global route	Q[3]	0.50	1
Power is estimated from default activity; no workload was simulated.

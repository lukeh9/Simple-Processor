## design/flow/config.mk

```make
export PLATFORM = sky130hd
export DESIGN_NAME = program_counter
export DESIGN_NICKNAME = program_counter
export VERILOG_FILES = /design/flow/design.v
export SDC_FILE = /design/flow/constraint.sdc
export NUM_CORES = 4
export LEC_CHECK = 1
export CORE_AREA = 10 10 70 70
export DIE_AREA = 0 0 80 80
```

## design/flow/constraint.sdc

```tcl
current_design program_counter

set clk_period 1.2
set clk_io_pct 0.2

create_clock -name clk0 -period $clk_period [get_ports {Clock}]

set non_clock_inputs [all_inputs -no_clocks]
set_input_delay [expr $clk_period * $clk_io_pct] -clock clk0 $non_clock_inputs
set_output_delay [expr $clk_period * $clk_io_pct] -clock clk0 [all_outputs]
```

## design/flow/design.v

```verilog
module program_counter (start, Clock, Q); 
	input Clock, start;
	output reg [1:0] Q;
	reg hold;
	reg [3:0] count;
	initial begin
		Q = 2'b00;
		hold = 1'b0;
		count = 4'b0000;
	end
	always @( posedge Clock ) begin
		if ( (hold == 1'b0) && (start == 1'b1) ) begin
			hold <= 1'b1;
			Q <= 2'b00;
			count <= 4'b0000;
		end
		else if (hold == 1'b1) begin
			case (count)
				4'b0000 : begin count = 4'b0001 ; Q = 2'b00 ; hold = 1'b1 ; end  
				4'b0001 : begin count = 4'b0010 ; Q = 2'b01 ; hold = 1'b1 ; end  
				4'b0010 : begin count = 4'b0011 ; Q = 2'b01 ; hold = 1'b1 ; end  
				4'b0011 : begin count = 4'b0100 ; Q = 2'b01 ; hold = 1'b1 ; end
				4'b0100 : begin count = 4'b0101 ; Q = 2'b01 ; hold = 1'b1 ; end
				4'b0101 : begin count = 4'b0110 ; Q = 2'b10 ; hold = 1'b1 ; end
				4'b0110 : begin count = 4'b0111 ; Q = 2'b10 ; hold = 1'b1 ; end
				4'b0111 : begin count = 4'b1000 ; Q = 2'b10 ; hold = 1'b1 ; end
				4'b1000 : begin count = 4'b1001 ; Q = 2'b10 ; hold = 1'b1 ; end
				4'b1001 : begin count = 4'b1010 ; Q = 2'b11 ; hold = 1'b1 ; end
				4'b1010 : begin count = 4'b1011 ; Q = 2'b11 ; hold = 1'b1 ; end
				4'b1011 : begin count = 4'b1100 ; Q = 2'b11 ; hold = 1'b1 ; end
				4'b1100 : begin count = 4'b1101 ; Q = 2'b11 ; hold = 1'b1 ; end
				4'b1101 : begin count = 4'b1110 ; Q = 2'b11 ; hold = 1'b1 ; end
				4'b1110 : begin count = 4'b0000 ; Q = 2'b00 ; hold = 1'b0 ; end
				default : begin count = 4'b0000 ; Q = 2'b00 ; hold = 1'b0 ; end
			endcase
		end
	end
endmodule
```

## design/flow/run.sh

```bash
#!/bin/bash
# OpenROAD 26Q1-2900-gdf79404cd8, Yosys 0.63+post, stock flow scripts
make -C /OpenROAD-flow-scripts/flow DESIGN_CONFIG=/design/flow/config.mk WORK_HOME=/design/flow/orfs finish
```

==> impl_metrics.yaml <==
# flow metrics
outcome:
  status: "finished clean"
floorplanning:
  ios: 4
  horizontal_extent_of_the_die_um: 80
  chip_area_um2: 6400
  die_height_um: 80
  core_area_um2: 3416
  initial_utilization: 0.1249
  row_count: 21
logic_synthesis:
  synthesis.area_um2: 426.7
  yosys.stat.seqShare: 0.3284
  postSynthRegisterBits: 7
  synth_cells: 45
  yosys.cell_types.count: 21
  ys_cells: 45
  synth-warning-count: 1
  syn_avg_cell_area_um2: 9.481
  ys_area_um2: 426.7
final_timing:
  hold_viol_final: 0
  max_freq_mhz: 858.3
  max-slew-margin-rel: 0.7758
  worstMarginPinSlew_ns: 0.3358
  setup_ws_ns: 0.03497
  setup_viol: 0
  slew_violations: 0
  post_layout_period_usage_of_the_worst_path: 0.9709
  finalClockSkew_ns: 0.007962
  time_the_final_worst_path_needs_with_i_o_delays_and_setup_ns: 1.165
  rsz0062_at_grt: "no"
grt:
  grt_max_degree: 13
  initial_antenna_violation_count: 0
  globalRoute.totalOverflow: 0
  first_global_vias: 321
  grt_util_all_layers: 0.02577
  grt_first_pass_wirelength_um: 1352
clock_tree:
  clk_path_buf_depth: 2
  clock_tree.root_cell: "clkbuf_4"
  worst_skew_pair.late_latency_ns: 0.25
  numCtsBuffers: 3
  hold_fix_buffers_cts: 0
  cts-htree-levels: 1
  tritoncts: "yes"
  path_clk_slew_ns: 0.06
  clock_sink_count: 7
  cts_setup_buffers: 0
hold_path:
  worst_hold_class: "reg2reg"
run:
  max_cap_violations: 0
  total_number_of_warnings_across_the_stage_logs: 29
critical_path:
  cp_slowest_stage_delay_ns: 0.33
  critPathKind: "reg2reg"
  critical_path_required_ns: 1.33
  path_cells: "inv_2 -> ha_2 -> and4_2 -> a31oi_1 -> o31ai_1"
  setup_crit_start_kind: "register"
  critical_path.endpoint_type: "register"
  cp_slowest_cell: "dfxtp_2"
  critical_path_peak_fanout: 4
  data_arrival_at_the_endpoint_of_the_critical_path_ns: 1.30
placement:
  finalWeightedCongestion: 0.7483
  place_ws_ns: -0.08592
  detailed_place_hpwl_um: 588.4
  port_buffers: 3
  placed_cells_incl_taps: 96
pwr:
  relative_contribution_of_sequential_cells_to_total_power: 0.370
  intPower_mw: 0.8200
  ir_worst_vdd_mv: 0.4840
  power.density_nw_per_um2: 2385
  p_sw_frac: 0.3769
  switchingPower_mw: 0.4960
  power.share.combinational: 0.465
  clockPowerShare: 0.165
  static_power_due_to_leakage_nw: 0.2150
final_layout:
  stdcell_count: 100
  fillerInstances: 377
  area_growth_pct: 29.33
  area.combinational_um2: 244.0
  final-seq-area_um2: 143.9
  final_layout_size_suffix_gt1_frac: 0.2963
drt:
  drt-total-wl_um: 811
  drt-initial-drc-count: 49
  route.antenna.remaining_nets: 0
  antenna_cells_inserted: 0
  via_count: 369
  wl_per_cell_um: 8.110
  drcViolationCount: 0
  average_via_count_per_standard_cell: 3.690
  drt-pass1-iter-count: 4
==> repair_timing <==
| item | in CTS | in global routing |
|---|---|---|
| cloned | 0 | 0 |
| endpoints found under the hold margin | 0 | 0 |
| resized | 5 | 3 |
| pin swaps | 0 | 0 |
| endpoints found under the setup margin | 3 | 1 |
==> cells by family (layout without fill, tap and decap cells) <==
group / count (synthesis) / after routing / synth area share
flip-flops: 7 / 7 / 0.3284
adder cells (fa/ha/maj): 5 / 5 / 0.1466
AND/OR/NAND/NOR: 18 / 18 / 0.2698
buffers and inverters: 7 / 16 / 0.1056
AND-OR/OR-AND: 8 / 8 / 0.1496
==> worst max-delay path: cells and delay by family (launching register included) <==
family          cells  cell delay, ns
buf+inv             1            0.05
fa+ha+maj           1            0.18
flops               1            0.33
simple gates        1            0.22
compound gates      2            0.26
==> metrics by stage <==
| step | utilization | hold WS, ns | power, mW | cell area [µm²] | TNS [ns] |
|---|---|---|---|---|---|
| 2_1_floorplan | - | 0.3316 | 0.9098 | 426.7 | 0 |
| 3_3_place_gp | 0.1527 | 0.5515 | 1.079 | 521.8 | -0.1366 |
| 3_5_place_dp | 0.1527 | 0.5544 | 1.093 | 521.8 | -0.2184 |
| 4_1_cts | 0.1604 | 0.5222 | 1.313 | 548.0 | 0 |
| 5_1_grt | 0.1615 | 0.5370 | 1.431 | 551.8 | 0 |
| 6_report | 0.1615 | 0.5161 | 1.316 | 551.8 | 0 |
==> routing by layer <==
metal | vias up | global-route usage | part of all wire
li1 | 183 | - | -
met1 | 172 | 0.03146 | 0.45
met2 | 12 | 0.03612 | 0.42
met3 | 2 | 0.01705 | 0.11
met4 | 0 | 0.007042 | 0.0099
met5 | - | 0 | 0
==> cells in the mapped netlist <==
cell       count  area share
nand2b_1       1       0.015
nand2_1        5       0.044
buf_4          1       0.018
nand3_1        3       0.035
dfxtp_1        7        0.33
o2111ai_1      2       0.041
or3b_1         3       0.062
and4_2         1       0.023
o31ai_1        1       0.018
o22a_1         1       0.021
nor2_1         1      0.0088
nand4b_1       1       0.021
o311ai_0       1       0.021
buf_6          2       0.053
nor3b_1        1       0.018
a31oi_1        1       0.015
nand4_1        1       0.015
ha_1           5        0.15
o211ai_1       2       0.035
inv_1          4       0.035
and4bb_2       1       0.029
==> power groups by stage <==
stage         clock (mW)  sequential, mW  combinational (mW)
global route       0.232           0.504               0.695
CTS                0.225           0.477               0.610
finish             0.218           0.487               0.612
==> area by class of cell <==
| cell class | count | area share |
|---|---|---|
| well taps | 46 | 0.1043 |
| inverters | 4 | 0.02721 |
| repair buffers | 8 | 0.1179 |
| multi-input cells | 31 | 0.4422 |
| flip-flops and latches | 7 | 0.2608 |
| clock buffers | 4 | 0.04762 |
==> placed cells by master (no fill, tap or decap) <==
master,netlist,routed
a31oi_1,1,1
and4_2,1,1
and4bb_2,1,1
buf_4,1,5
clkbuf_1,0,1
clkbuf_4,0,3
clkdlybuf4s50_1,0,1
dfxtp_1,7,4
dfxtp_2,0,3
dlygate4sd2_1,0,2
ha_1,5,4
ha_2,0,1
inv_1,4,2
inv_2,0,2
nand2_1,5,5
nand2b_1,1,1
nand3_1,3,3
nand4_1,1,1
nand4b_1,1,1
nor2_1,1,1
nor3b_1,1,1
o2111ai_1,2,2
o211ai_1,2,2
o22a_1,1,1
o311ai_0,1,1
o31ai_1,1,1
or3b_1,3,3
==> flip-flops by register name (all words and copies together) (netlist names) <==
name	cells
count	4
Q	2
hold	1
==> final timing paths <==
check	start	end	slack (ns)	depth (start not counted)
max	count[0]$_SDFFE_PP0P_	count[0]$_SDFFE_PP0P_	0.03	5
min	count[0]$_SDFFE_PP0P_	count[0]$_SDFFE_PP0P_	0.52	2
max reg2reg	count[0]$_SDFFE_PP0P_	count[0]$_SDFFE_PP0P_	0.03	5
min reg2reg	count[0]$_SDFFE_PP0P_	count[0]$_SDFFE_PP0P_	0.52	2
Power is estimated from default activity; no workload was simulated.
